**design/flow/run.sh**
```bash
#!/bin/bash
# OpenROAD 26Q1-2900-gdf79404cd8, Yosys 0.63+post, stock flow scripts
make -C /OpenROAD-flow-scripts/flow DESIGN_CONFIG=/design/flow/config.mk WORK_HOME=/design/flow/orfs finish
```
**design/flow/config.mk**
```make
export PLATFORM = sky130hd
export DESIGN_NAME = sc
export DESIGN_NICKNAME = sc
export VERILOG_FILES = /design/flow/design.v
export SDC_FILE = /design/flow/constraint.sdc
export NUM_CORES = 4
export LEC_CHECK = 1
export CORE_UTILIZATION = 40
```
**design/flow/constraint.sdc**
```tcl
current_design sc

set clk_period 6.3
set clk_io_pct 0.2

create_clock -name clk0 -period $clk_period [get_ports {clk}]

set non_clock_inputs [all_inputs -no_clocks]
set_input_delay [expr $clk_period * $clk_io_pct] -clock clk0 $non_clock_inputs
set_output_delay [expr $clk_period * $clk_io_pct] -clock clk0 [all_outputs]
```
**design/flow/design.v**
```verilog
module sc (
    input  logic       clk,          
    input  logic       rst,          
    input  logic [3:0] btn,          
    output logic       unlocked,     
    output logic       lock_led,       
    output logic       unlocked_led
);
    typedef enum logic [6:0] {
        S0      = 7'b0000001,   
        S1      = 7'b0000010,   
        S2      = 7'b0000100,   
        S3      = 7'b0001000,   
        PROG_S0 = 7'b0010000,   
        PROG_S1 = 7'b0100000,   
        PROG_S2 = 7'b1000000    
    } state_t;
    state_t state, next;
    logic [3:0] passcode[2:0];
    logic [1:0]  error_count;        
    logic        locked;             
    logic [31:0] timeout_counter;    
    localparam int TIMEOUT_MAX = 500_000_000;  
    always_ff @(posedge clk or posedge rst) begin
        if (rst) begin
            state <= S0;
            passcode[0] <= 4'b1011;  
            passcode[1] <= 4'b1101;  
            passcode[2] <= 4'b1110;  
            error_count <= 0;
            locked <= 0;
            timeout_counter <= 0;
        end
        else begin
            if (locked) begin
                if (timeout_counter < TIMEOUT_MAX) begin
                    timeout_counter <= timeout_counter + 1;
                end
                else begin
                    locked <= 0;
                    timeout_counter <= 0;
                    error_count <= 0;
                    state <= S0;
                end
            end
            else begin
                state <= next;
                case (state)
                    PROG_S0: if (|btn) passcode[0] <= btn;
                    PROG_S1: if (|btn) passcode[1] <= btn;
                    PROG_S2: if (|btn) passcode[2] <= btn;
                    default: ;
                endcase
                if ((state == S0 && btn != 4'b1111 && btn != passcode[0]) ||
                    (state == S1 && btn != 4'b1111 && btn != passcode[1]) ||
                    (state == S2 && btn != 4'b1111 && btn != passcode[2])) begin
                    if (error_count < 2)
                        error_count <= error_count + 1;
                    else begin
                        locked <= 1;
                        timeout_counter <= 0;
                    end
                end
                else if ((state == S0 && btn == passcode[0]) ||
                         (state == S1 && btn == passcode[1]) ||
                         (state == S2 && btn == passcode[2])) begin
                    error_count <= 0;
                end
            end
        end
    end
    always_comb begin
        next = state;
        if (!locked) begin
            case (state)
                S0: begin
                    if (btn == passcode[0]) next = S1;
                    else if (btn != 4'b1111) next = S0;
                end
                S1: begin
                    if (btn == passcode[1]) next = S2;
                    else if (btn != 4'b1111) next = S0;
                end
                S2: begin
                    if (btn == passcode[2]) next = S3;
                    else if (btn != 4'b1111) next = S0;
                end
                S3: begin
                    if (btn == 4'b0111) next = PROG_S0;  
                    else next = S3;
                end
                PROG_S0: if (|btn) next = PROG_S1;
                PROG_S1: if (|btn) next = PROG_S2;
                PROG_S2: if (|btn) next = S0;
                default: next = S0;
            endcase
        end
    end
    always_comb begin
        logic correct_digit_flash;
        unlocked = (state == S3);
        lock_led = locked;
        correct_digit_flash = (state == S0 && btn == passcode[0]) ||
                              (state == S1 && btn == passcode[1]) ||
                              (state == S2 && btn == passcode[2]);
        unlocked_led = correct_digit_flash || unlocked;
    end
endmodule
```
==> node_exporter_impl.prom <==
# HELP chip_impl_metric Synthesis and place-and-route metrics
# TYPE chip_impl_metric gauge
chip_impl_metric{name="worstHoldPathCells",unit=""} 1
chip_impl_info{name="clk_root_buffer_cell",value="clkbuf_8"} 1
chip_impl_metric{name="chip_area",unit="sq um"} 8340
chip_impl_metric{name="syn-mean-instance-area",unit="sq um"} 9.70
chip_impl_metric{name="port-buffer-count",unit=""} 8
chip_impl_metric{name="dp.final_hpwl",unit="microns"} 4620
chip_impl_metric{name="firstDrtPassIters",unit=""} 5
chip_impl_metric{name="insertedDiodeCount",unit=""} 0
chip_impl_metric{name="power.density_cell_area",unit="nW/um^2"} 223
chip_impl_metric{name="routed_wire_length",unit="microns"} 7030
chip_impl_metric{name="die_wd",unit="microns"} 91.3
chip_impl_info{name="timing.setup.critical_path_class",value="primary input to primary output"} 1
chip_impl_metric{name="cts_hold_buffers",unit=""} 0
chip_impl_metric{name="final_antenna_net_count",unit=""} 0
chip_impl_metric{name="core_area",unit="sq um"} 7730
chip_impl_metric{name="fp_util",unit="%"} 41.3
chip_impl_info{name="regToRegStartpoint",value="timeout_counter[25]"} 1
chip_impl_metric{name="synth_compound_gate_area_share",unit="%"} 19.1
chip_impl_metric{name="synthToLayoutAreaGrowth",unit="%"} 6.66
chip_impl_metric{name="netlist_instances",unit=""} 329
chip_impl_metric{name="grt_start_max_net_pins",unit=""} 55
chip_impl_metric{name="max_slew_margin_vs_limit",unit="%"} 53.0
chip_impl_metric{name="placed_cells",unit=""} 419
chip_impl_metric{name="drt-wirelength-per-cell",unit="microns"} 16.5
chip_impl_metric{name="fin_cells",unit=""} 427
chip_impl_metric{name="global_route.usage.met2",unit="%"} 29.0
chip_impl_metric{name="clkSinkCount",unit=""} 54
chip_impl_metric{name="worstPathArrival",unit="ps"} 3350
chip_impl_metric{name="grt_usage",unit="%"} 18.4
chip_impl_metric{name="route.detailed.drc",unit=""} 0
chip_impl_info{name="whs_endpoint",value="timeout_counter[27]"} 1
chip_impl_metric{name="ir_worst_vdd",unit="mV"} 0.113
chip_impl_metric{name="finClkSkew",unit="ps"} 19.6
chip_impl_metric{name="synthArstFlopShare",unit="%"} 100
chip_impl_metric{name="achievable-frequency",unit="MHz"} 217
chip_impl_info{name="rsz0062_at_grt",value="no"} 1
chip_impl_metric{name="routed_via_density",unit=""} 6.03
chip_impl_metric{name="ys_sh_simple",unit="%"} 22.7
chip_impl_metric{name="synth_area",unit="sq um"} 3190
chip_impl_metric{name="worstRegToRegCells",unit=""} 6
chip_impl_metric{name="finish.utilization",unit="%"} 44.1
chip_impl_metric{name="dr.first_iter.drc_count",unit=""} 211
chip_impl_metric{name="final_weighted_congestion_in_routability_driven_placement",unit=""} 0.896
chip_impl_metric{name="max_cap_violations",unit=""} 0
chip_impl_metric{name="fillers",unit=""} 721
chip_impl_metric{name="first_global_vias",unit=""} 2410
chip_impl_metric{name="tightest_slew",unit="ps"} 705
chip_impl_info{name="hold_start",value="timeout_counter[27]"} 1
chip_impl_metric{name="path_max_fanout",unit=""} 9
chip_impl_metric{name="grt_overflow",unit=""} 0
chip_impl_metric{name="globalRouteMet3Util",unit="%"} 2.21
chip_impl_metric{name="setup_viol",unit=""} 0
chip_impl_metric{name="resized_gates_after_cts",unit=""} 0
chip_impl_metric{name="cts.path.max_buffers",unit=""} 2
chip_impl_info{name="tritoncts",value="yes"} 1
chip_impl_metric{name="cts.clk_slew.worst_paths",unit="ps"} 90
chip_impl_metric{name="synthMuxAreaShare",unit="%"} 4.86
chip_impl_metric{name="fa_ha_area_share",unit="%"} 0.392
chip_impl_metric{name="grt_antenna_before_repair",unit=""} 0
chip_impl_info{name="outcome",value="finished, final reports clean"} 1
chip_impl_metric{name="power_leakage",unit="nW"} 1.41
chip_impl_metric{name="count_of_final_max_slew_check_failures",unit=""} 0
chip_impl_info{name="hold_path.class",value="flop to flop"} 1
chip_impl_metric{name="final.min_clock_period",unit="ps"} 4610
chip_impl_metric{name="postSynthRegisterBits",unit=""} 54
chip_impl_metric{name="ys_warn_count",unit=""} 2
chip_impl_info{name="cp-end-kind",value="primary output"} 1
chip_impl_info{name="rr_endpoint",value="error_count[1]"} 1
chip_impl_metric{name="std_cell_rows",unit=""} 32
chip_impl_metric{name="edf_count",unit=""} 0
chip_impl_metric{name="final-seq-area",unit="sq um"} 1360
chip_impl_metric{name="final-comb-area",unit="sq um"} 1630
chip_impl_metric{name="dp_worst_setup_slack",unit="ps"} 1700
chip_impl_metric{name="numCtsBuffers",unit=""} 5
chip_impl_metric{name="fin_crit_sh",unit="%"} 73.2
chip_impl_metric{name="count_of_different_cell_masters_after_synthesis",unit=""} 57
chip_impl_metric{name="hold_viol",unit=""} 0
chip_impl_info{name="worst_setup_path_start_kind",value="primary input"} 1
chip_impl_metric{name="cts.htree.levels",unit=""} 2
chip_impl_metric{name="required_time_worst_endpoint",unit="ps"} 5040
chip_impl_metric{name="io_pins",unit=""} 9
chip_impl_metric{name="grt_util_met1",unit="%"} 29.3
chip_impl_metric{name="detailroute.via_count",unit=""} 2575
chip_impl_metric{name="reg2reg_slack",unit="ps"} 3940
chip_impl_metric{name="synth_stat.cells",unit=""} 329
chip_impl_metric{name="timing.final.ws_setup",unit="ps"} 1690
chip_impl_metric{name="grt_pass1_wl",unit="microns"} 12200
chip_impl_info{name="ff_type",value="dfrtp_1"} 1
chip_impl_metric{name="post_route_cells_drive_above_1_share",unit="%"} 15.4
chip_impl_info{name="global_route.peak_usage_layer",value="met1"} 1
chip_impl_metric{name="worstSkewPairLatency",unit="ps"} 310
chip_impl_info{name="post_synth_main_logic_family",value="simple AND/OR/NAND/NOR gates"} 1
chip_impl_metric{name="cts_post_setup_buffers_inserted",unit=""} 0
chip_impl_metric{name="setup_total_negative_slack",unit="ps"} 0
chip_impl_metric{name="yosys_area",unit="sq um"} 3190
chip_impl_metric{name="die.size.y",unit="microns"} 91.3
chip_impl_metric{name="ys_seq_share",unit="%"} 42.7
chip_impl_metric{name="openroad.warnings",unit=""} 25
chip_impl_metric{name="ys_sh_xor",unit="%"} 3.84
-- cells in the final DEF (no fill, tap or decap), drive strengths merged, types with 3 or more instances in the layout --
cell | netlist | routed
and2 | 7 | 7
clkdlybuf4s50 | 0 | 8
a41oi | 6 | 6
nand4 | 10 | 10
nand2 | 24 | 24
mux2 | 12 | 12
o211ai | 7 | 7
and4 | 6 | 6
clkbuf | 8 | 7
nor2 | 13 | 13
nand3b | 7 | 7
a31oi | 27 | 27
nor3 | 6 | 6
inv | 13 | 14
xor2 | 12 | 12
and3 | 8 | 8
o22ai | 4 | 4
nand3 | 26 | 26
o41ai | 3 | 3
a32oi | 3 | 3
a21oi | 6 | 6
buf | 16 | 4
o31a | 3 | 3
dfrtp | 44 | 44
o21ai | 6 | 6
nor4 | 14 | 14
dfstp | 10 | 10
-- cell type report --
type | instances | area share [%]
Clock buffer | 7 | 3.16
Inverter | 14 | 1.54
Timing Repair Buffer | 12 | 3.23
Tap cell | 102 | 3.75
Multi-Input combinational cell | 237 | 48.0
Sequential cell | 54 | 40.1
Clock inverter | 1 | 0.257
-- stage by stage --
step | cell area (sq um) | total power, W | hold WS [ps]
global placement | 3290 | 0.000531 | 482
global route | 3400 | 0.000804 | 550
detailed placement | 3290 | 0.000534 | 488
floorplan | 3190 | 0.000506 | 464
finish | 3400 | 0.000761 | 501
CTS | 3400 | 0.000771 | 501
-- kinds of logic after synthesis --
family / Yosys count
adders and majority gates: 1
and+or+nand+nor: 127
AOI/OAI and AO/OA: 81
buffers and inverters: 38
muxes: 14
DFF: 54
xor gates and xnor gates: 14
-- power breakdown --
| group | internal, W | switching (W) | total [W] | leakage, nW |
|---|---|---|---|---|
| logic | 0.0000508 | 0.0000697 | 0.000121 | 0.672 |
| registers | 0.000374 | 0.0000335 | 0.000408 | 0.680 |
| clock network | 0.000115 | 0.000118 | 0.000233 | 0.0600 |
| total | 0.000540 | 0.000221 | 0.000761 | 1.41 |
-- synthesized netlist by cell type (8+ instances only) --
master	count	area [sq um]
dfrtp_1	44	1100
and3_1	8	50.1
xor2_1	12	105
nor4_1	13	81.3
nand4_1	9	56.3
dfstp_2	10	263
nand3_1	26	130
inv_1	12	45.0
mux2_2	12	135
nor2_1	13	48.8
a31oi_1	27	169
nand2_1	23	86.3
clkbuf_1	8	30.0
-- worst max-delay path by stage --
stage | endpoint | from | slack, ps
4_1_cts | unlocked_led | btn[3] | 1690
5_1_grt | unlocked_led | btn[1] | 1490
6_report | unlocked_led | btn[3] | 1690
-- registers in the layout, summed over array words and instances (netlist names) --
name	cells
state	7
locked	1
timeout_counter	32
error_count	2
passcode	12
-- critical path, cell delays in order --
cell and delay (ps):
clkdlybuf4s50_1 590, xor2_1 260, nor4_1 450, a222oi_1 220, nand2b_1 110, clkdlybuf4s50_1 460
-- layer usage --
layer  vias to the layer above  routed length [microns]  part of all wire (%)
li1                       1254                        -                     -
met2                        67                     3220                    46
met3                         2                      324                   4.6
met1                      1252                     3450                    49
met5                         -                        0                     0
met4                         0                       37                  0.53
No activity file was given, so power comes from the tool's default toggle rates.
